**design.v**
```verilog
module apb_master ( 
    input [7:0] trf_addr,
    input [7:0] trf_wdata, prdata,
    input prstn, pclk, trf_valid, pready,
    input [1:0] trf_enc,  
    output  penable,
    output reg [7:0] paddr,
    output reg pwrite,
    output reg [7:0] pwdata, 
	 output [7:0]trf_rdata,
    output  trf_rdata_valid,
    output  psel
);
parameter IDLE = 2'b01,
          SETUP = 2'b10,
          ACCESS = 2'b11;
reg [1:0] cs, ns;
wire valid ;
assign valid = trf_valid &&(trf_enc==2'b01||trf_enc==2'b10);
always @(posedge pclk)
	begin
   	if (!prstn) 
   	    begin 
            cs <= IDLE;
		    paddr <= 8'b0;
            pwdata <= 8'b0;
            pwrite <= 1'b0;
         end    
	else 
        cs <= ns;
   end
always @(posedge pclk)
begin
    if((cs == IDLE || cs == ACCESS) && valid && pready )
           begin
               paddr <= trf_addr;
               pwdata <= trf_wdata;
               if(trf_enc == 2'b01  )               
                   pwrite <= 1'b1;
               else if(trf_enc == 2'b10 )    
                   pwrite <= 1'b0;
           end 
	end 
always @(*) 
begin
    case (cs)
        IDLE:  begin
                ns = IDLE;
                if(valid)
                    ns = SETUP;
              	end 
        SETUP:	begin
            		ns = ACCESS;
              	end
        ACCESS:begin
               	 if (pready && valid) 
               	    ns = SETUP;
			     else if (pready && !trf_valid) 
               	    ns = IDLE;
			     else 
               	    ns = ACCESS;
                end
    endcase
end
assign psel = (cs != IDLE);
assign penable =(cs == ACCESS);
assign trf_rdata_valid  =(penable && (cs== ACCESS) && ~pwrite );
assign trf_rdata = trf_rdata_valid ? prdata : 8'b0; 
endmodule
module apb_slave (  
		   input pclk ,prstn,
		   input pwrite ,penable ,psel,
		   input [7:0]paddr,
		   input [7:0]pwdata ,
		   output  [7:0]prdata,
		   output pready
					);
reg [7:0]mem[8:0];
assign  prdata = mem[paddr];
assign pready = 1'b1;
always @(posedge pclk )
	begin 
	  if (psel && penable && pwrite )
 	      begin 
             mem[paddr] = pwdata ;
          end     
   end 
   endmodule
`timescale 1ns/1ns
module apb_top (
input pclk ,prstn,trf_valid ,
input[1:0]trf_enc,
input [7:0]trf_addr,trf_wdata,
output [7:0]trf_rdata,
output trf_rdata_valid
                     );
wire [7:0]wire_paddr,wire_pwdata,wire_prdata;
wire wire_psel ,wire_pwrite,wire_peable,wire_pready;
apb_master master_inst(
.pclk(pclk),
.prstn(prstn),
.trf_valid(trf_valid),
.trf_enc(trf_enc),
.trf_addr(trf_addr),
.trf_wdata(trf_wdata),
.trf_rdata(trf_rdata),
.trf_rdata_valid(trf_rdata_valid),
.psel(wire_psel),
.paddr(wire_paddr),
.pwdata(wire_pwdata),
.prdata(wire_prdata),
.pwrite(wire_pwrite),
.penable(wire_penable),
.pready(wire_pready));
apb_slave slave_1_inst(
.pclk(pclk),
.prstn(prstn),
.penable(wire_penable),
.paddr(wire_paddr),
.pwdata(wire_pwdata),
.prdata(wire_prdata),
.pwrite(wire_pwrite),
.pready(wire_pready),
.psel(wire_psel));
endmodule
```
**run.sh**
```bash
#!/bin/bash
# OpenROAD 26Q1-2900-gdf79404cd8, Yosys 0.63+post, stock flow scripts
make -C /OpenROAD-flow-scripts/flow DESIGN_CONFIG=/design/flow/config.mk WORK_HOME=/design/flow/orfs finish
```
**config.mk**
```make
export PLATFORM = sky130hd
export DESIGN_NAME = apb_top
export DESIGN_NICKNAME = apb_top
export VERILOG_FILES = /design/flow/design.v
export SDC_FILE = /design/flow/constraint.sdc
export NUM_CORES = 4
export LEC_CHECK = 1
export CORE_AREA = 10 10 70 70
export DIE_AREA = 0 0 80 80
```
**constraint.sdc**
```tcl
current_design apb_top

set clk_period 1.0
set clk_io_pct 0.2

create_clock -name clk0 -period $clk_period [get_ports {pclk}]

set non_clock_inputs [all_inputs -no_clocks]
set_input_delay [expr $clk_period * $clk_io_pct] -clock clk0 $non_clock_inputs
set_output_delay [expr $clk_period * $clk_io_pct] -clock clk0 [all_outputs]
```
==> results.json <==
{
  "htreeDepth": 1,
  "area_leaders": "buf_4 (32%), dfxtp_1 (21%), dlxtn_1 (16%)",
  "gp_congestion": 0.6406,
  "ys_warn_count": 37,
  "via_per_inst": 1.711,
  "instances_no_fill": 76,
  "hold_violations": 0,
  "yosys.area.top_type": "buf_4",
  "grt_pass1_wl_um": 565,
  "grt_pass1_vias": 135,
  "status": "finished clean",
  "tns_ns": 0,
  "min_period_ns": 0.9777,
  "hold_path.class": "primary input to flop",
  "drt_pass1_iterations": 3,
  "unclocked_regs": 2,
  "p_total_mw": 0.2989,
  "dp_hpwl_um": 359.1,
  "place_inst": 73,
  "worst_slack_ns": 0.02234,
  "post-route-period-util": 0.9777,
  "vias": 130,
  "area_growth_pct": 58.67,
  "arrival_ns": 0.78,
  "fa_ha_area_frac": 0,
  "dp_slack_ns": -0.1069,
  "endpoint": "trf_rdata_valid",
  "yosys_area_um2": 187.7,
  "placed_area_um2": 276.5,
  "design.core.area_um2": 3416,
  "syn_avg_cell_area_um2": 8.937,
  "holdCritStartpoint": "prstn",
  "fp-utilization": 0.05495,
  "drt_iter0_drc": 8,
  "yosysTopAreaCellShare": 0.3200,
  "hold_ws_ns": 0.4916,
  "ys_sh_xor": 0.04667,
  "path_clk_slew_ns": 0.03,
  "final_common_cell": "conb_1",
  "final_cell_area_um2": 297.8,
  "pwr_density_cell_nw_per_um2": 1004,
  "fp.dieH_um": 80,
  "die_w_um": 80,
  "start_kind": "flop",
  "critical_path_class": "flop to primary output",
  "simple_gate_area_frac": 0.1933,
  "synth_flops": 4,
  "dieArea_um2": 6400,
  "antennaDiodeCount": 0,
  "syn_inst": 21,
  "post_cts_buffers": 0,
  "clock_tree.buffer_depth": 2,
  "grt_max_degree": 4,
  "maxSlewViolCount": 0,
  "grt_use_total": 0.01042,
  "topCombFamilyByArea": "buffers and inverters",
  "drive_gt1_frac": 0.2667,
  "synthAoiAreaFrac": 0.04667,
  "ys_sh_mux": 0,
  "critPathMaxFanout": 2,
  "drc_errors": 0,
  "rsz0062_at_grt": "no",
  "drv_cap": 0,
  "cp-end-kind": "primary output",
  "cts_tree": "built",
  "drt_wl_total_um": 398,
  "yosysUniqueCellTypes": 11,
  "max_freq_mhz": 1023,
  "warning_count": 41,
  "row_count": 21,
  "io_buffers": 5,
  "detail-route-antenna-nets": 0,
  "setup.worst_path.start": "master_inst.cs[0]",
  "untimed_endpoints": 2,
  "leakage_nw": 0.1272,
  "ioPinCount": 30,
  "detail_route.wl_per_cell_um": 5.237,
  "antenna_found_initial": 0,
  "numCtsBuffers": 3,
  "critPathRequiredTime_ns": 0.80,
  "cts_root_buffer": "clkbuf_4",
  "irDropWorstVdd_mv": 0.1716,
  "yosysCellCount": 21,
  "final_util": 0.08718,
  "synth_area_um2": 187.7,
  "gr-total-overflow": 0,
  "finalSetupViolations": 0,
  "layout_top_cells": "conb_1 (8), clkdlybuf4s50_1 (4), clkbuf_4 (3)"
}
==> area by class of cell <==
type	count	area [µm²]
clock buffer	3	22.52
fill	403	3118
multi-input combinational	16	86.33
sequential	4	71.32
tap	46	57.56
timing repair buffer	7	60.06
==> how the worst min path moves through the flow <==
stage     cells after the start  slack (ns)                end
6_report                      2        0.49  master_inst.cs[0]
4_1_cts                       2        0.49  master_inst.cs[0]
5_1_grt                       2        0.52  master_inst.cs[0]
==> synth_stat cells (all sizes together) <==
master and number:
nor2 1, conb 1, xor2 1, and2 2, o22a 1, nor2b 1, buf 8, nand3b 1
nand2b 1, dfxtp 2, dlxtn 2
==> logic make-up (layout without fill, tap and decap cells) <==
logic type	after synthesis	in the layout
AND-OR/OR-AND	1	1
XOR/XNOR	1	1
buffers and inverters	8	10
flip-flops	2	2
latches	2	2
other	1	8
AND/OR/NAND/NOR	6	6
==> power breakdown <==
part / switching [mW] / internal (mW) / leakage, nW
sequential: 0.000814 / 0.0851 / 0.0323
combinational: 0.0104 / 0.0226 / 0.0811
clock: 0.0474 / 0.133 / 0.0138
total: 0.0586 / 0.240 / 0.127
==> worst max-delay path, cell delays in order (launching register included) <==
cell and delay (ns):
dfxtp_2 0.31, and2_4 0.14, buf_2 0.10
==> routing by layer <==
layer	share of wire	global-route usage	vias to the layer above
li1	-	-	67
met1	0.32	0.009980	56
met2	0.62	0.01846	5
met3	0.028	0.004545	2
met4	0.025	0.005282	0
met5	0	0	-
==> what timing repair did <==
item / CTS / global route
endpoints found under the setup margin: 1 / 1
hold buffers: 0 / 0
resized: 3 / 2
==> sequential cells by signal, summed over array words and instances, names as in the netlist <==
signal	flops
master_inst.cs	2
master_inst.ns	2
Power is estimated from default activity; no workload was simulated.
